## flow/config.mk

```make
export PLATFORM = sky130hd
export DESIGN_NAME = car_ctl
export DESIGN_NICKNAME = car_ctl
export VERILOG_FILES = /design/flow/design.v
export SDC_FILE = /design/flow/constraint.sdc
export NUM_CORES = 4
export LEC_CHECK = 1
export CORE_UTILIZATION = 40
```

## flow/constraint.sdc

```tcl
current_design car_ctl

set clk_period 10.2
set clk_io_pct 0.2

create_clock -name clk0 -period $clk_period [get_ports {pclk}]

set non_clock_inputs [all_inputs -no_clocks]
set_input_delay [expr $clk_period * $clk_io_pct] -clock clk0 $non_clock_inputs
set_output_delay [expr $clk_period * $clk_io_pct] -clock clk0 [all_outputs]
```

## flow/design.v

```verilog
`timescale 1ns / 1ps
module car_ctl(
    input wire pclk,
    input wire rst,
    input wire frame_ended,
    input wire [3:0] key,
    output reg [10:0] xpos,
    output reg [10:0] ypos,
    output reg [1:0] move_dir
);
localparam CAR_WIDTH = 64;
localparam CAR_LENGTH = 64;
localparam X_MAX = 1024 - CAR_WIDTH;
localparam Y_MAX = 768 - CAR_LENGTH;
localparam KEY_UP = 4'b0001;
localparam KEY_DOWN = 4'b0010;
localparam KEY_LEFT = 4'b0100;
localparam KEY_RIGHT = 4'b1000;
localparam DIR_DOWN = 2'b00;
localparam DIR_RIGHT = 2'b01;
localparam DIR_LEFT = 2'b11;
localparam DIR_UP = 2'b10;
localparam DELAY_MIN = 100000;
localparam DELAY_STEP = 10000;
localparam DELAY_MAX = 400000;
reg [10:0] xpos_nxt, ypos_nxt;
reg [2:0] state, state_nxt;
reg [23:0] xtimer, xtimer_nxt, ytimer, ytimer_nxt;
reg [23:0] xdelay, xdelay_nxt, ydelay, ydelay_nxt;
reg [1:0] move_dir_nxt;
always @(posedge pclk)
if(rst)
begin
    xpos <= 300;
    ypos <= 250;
    xtimer <= 0;
    ytimer <= 0;
    move_dir <= DIR_DOWN;
    xdelay <= 0;
    ydelay <= 0;
end
else
begin
    xpos <= xpos_nxt;
    ypos <= ypos_nxt;
    xtimer <= xtimer_nxt;
    ytimer <= ytimer_nxt;
    move_dir <= move_dir_nxt;
    xdelay <= xdelay_nxt;
    ydelay <= ydelay_nxt;
end
always @*
begin
    move_dir_nxt = move_dir;
    xpos_nxt = xpos;
    ypos_nxt = ypos;
    xdelay_nxt = xdelay;
    ydelay_nxt = ydelay;
    if(xtimer < xdelay) xtimer_nxt = xtimer + 1;
    else 
    begin
        xtimer_nxt = 0;
        if(xdelay < DELAY_MAX)
        begin
            if(move_dir == DIR_LEFT) xpos_nxt = (xpos <= 1) ? 0 : xpos - 1;  
            else if(move_dir == DIR_RIGHT) xpos_nxt = (xpos >= X_MAX) ? X_MAX : xpos + 1;   
        end
    end
    if(ytimer < ydelay) ytimer_nxt = ytimer + 1;
    else
    begin
        ytimer_nxt = 0;
        if(ydelay < DELAY_MAX)
        begin
            if(move_dir == DIR_UP) ypos_nxt = (ypos <= 1) ? 0 : ypos - 1;  
            else if(move_dir == DIR_DOWN) ypos_nxt = (ypos >= Y_MAX) ? Y_MAX : ypos + 1;  
        end
    end
    case (key)
        KEY_UP:
        begin
            move_dir_nxt = DIR_UP;
            if((ytimer >= ydelay) && (ydelay > DELAY_MIN)) ydelay_nxt = ydelay - DELAY_STEP;
            if((xtimer >= xdelay) && (xdelay < DELAY_MAX)) xdelay_nxt = xdelay + DELAY_STEP;
        end
        KEY_DOWN:
        begin
            move_dir_nxt = DIR_DOWN;
            if((ytimer >= ydelay) && (ydelay > DELAY_MIN)) ydelay_nxt = ydelay - DELAY_STEP;
            if((xtimer >= xdelay) && (xdelay < DELAY_MAX)) xdelay_nxt = xdelay + DELAY_STEP;
        end
        KEY_LEFT:
        begin
            move_dir_nxt = DIR_LEFT;
            if((xtimer >= xdelay) && (xdelay > DELAY_MIN)) xdelay_nxt = xdelay - DELAY_STEP;
            if((ytimer >= ydelay) && (ydelay < DELAY_MAX)) ydelay_nxt = ydelay + DELAY_STEP;
        end
        KEY_RIGHT:
        begin
            move_dir_nxt = DIR_RIGHT;
            if((xtimer >= xdelay) && (xdelay > DELAY_MIN)) xdelay_nxt = xdelay - DELAY_STEP;
            if((ytimer >= ydelay) && (ydelay < DELAY_MAX)) ydelay_nxt = ydelay + DELAY_STEP;
        end
        default:
        begin
            move_dir_nxt = move_dir;
            if((xtimer >= xdelay) && (xdelay < DELAY_MAX)) xdelay_nxt = xdelay + DELAY_STEP;
            if((ytimer >= ydelay) && (ydelay < DELAY_MAX)) ydelay_nxt = ydelay + DELAY_STEP;
        end
    endcase
end
endmodule
```

## flow/run.sh

```bash
#!/bin/bash
# OpenROAD 26Q1-2900-gdf79404cd8, Yosys 0.63+post, stock flow scripts
make -C /OpenROAD-flow-scripts/flow DESIGN_CONFIG=/design/flow/config.mk WORK_HOME=/design/flow/orfs finish
```

==> notes.md <==
Physical implementation.

- According to the floorplan report, the die width is 146 um.
- The pin slew with the least headroom to its limit is 0.849 ns.
- Post-CTS timing repair inserted 0 buffers for setup.
- The mean post-synth cell area is 7.88 um^2.
- The skew report gives the latency at the later pin of the worst-skew pair as 0.36 ns.
- For this run, the number of Yosys warnings is 1.
- The cell area that synthesis handed to floorplanning was 8250 um^2.
- In the floorplan report the effective utilization is 0.408.
- The cell family contributing the most delay on the critical path is AND-OR/OR-AND gates.
- Summing over the stages, the warning tally comes to 36.
- The clock share of power is 0.153.
- The number of cells reported by Yosys stat comes to 1046.
- The TritonCTS clock tree is yes.
- The analysis attributes to net switching a power of 0.00108 W.
- The timing report notes that buffer and inverter cells on the critical path total 2.
- Along the worst path, the maximum fanout reaches 16.
- The row count is 52.
- The detail route stage leaves a number of antenna-violating nets equal to 0.
- The H-tree depth is 3.
- The script logs the mean routed wire length per placed instance as 13.5 um.
- Dividing total power by cell area gives a power density of 258 nW/um^2.
- The overall routed net length is 17.9 mm.
- The power consumption is 0.00233 W.
- The classification of the worst-slack hold path is reg -> reg.
- The share of total power dissipated in sequential elements is 0.261.
- Per the synth log, the flip-flop and latch total comes to 112.
- The biggest area consumer among synthesized cells is dfxtp_1.
- The combinational gate area is 5580 um^2.
- The flow ran to the end, and the final reports show no timing, DRC or antenna violations.
- At the end of the flow the core is filled with cells to 0.446.
- Of the total power, the share spent switching nets is 0.461.
- Per the CTS log, the buffer count on the longest clock path is 2.
- Global routing finished with a remaining overflow of 0.
- The number of maximum-capacitance constraint violations is 0.
- Per the synthesis report, the number of distinct cell types is 80.
- The largest individual stage delay along the critical path comes from the cell nor3_4.
- The share of the synthesized area in the top cell type is 0.272.
- The die height is 146 um.
- The share of cells above drive strength 1 is 0.0463.
- The first global-routing pass estimated 31.2 mm of wire.
- After synthesis, the chip area reported by Yosys is 8250 um^2.
- The arrival time at the worst endpoint is 5.87 ns.
- Per the detail_route report, DRC violations left total 0.
- The antenna diode count is 0.
- For reference, the top cells by area after synthesis are dfxtp_1 27%, ha_1 13%, nor2_1 6.6%.
- The number of antenna violations at the first check in global routing is 0.
- The routability congestion estimate from global placement is 0.872.
- The total clock sinks is 112.
- In the final layout, flip-flops and latches occupy 2240 um^2.
- The number of synthesized flops with an enable pin is 0.
- STA classifies the critical path startpoint as an input port.
- The largest net degree at the start of global routing is 65.
- The via count of the first global-routing pass is 6583.
- The number of cells upsized or downsized after cts is 0.
- The worst VDD IR drop from the latest analysis is 0.211 mV.
- By instance count after routing, the leading logic cell type is nor2_1.
- The total setup violations reported at the end of the flow is 0.
- The core region is 20200 um^2.
- The quantity of hold-fixing buffers added after cts is 0.
- In this run, the number of DRC markers left after iteration 0 of detailed routing was 392.
- The internal power is 0.00126 W.
- The number of port buffers is 29.
- The layout overhead on the synthesized area is 9.51%.
- The part of the power in combinational logic is 0.586.
- The sum of negative setup slack is 0 ns.
- Post-route period utilization is reported as 0.551.
- Counting every instance in the synthesized netlist gives 1046.
- The class of the most critical setup path is in -> reg.
- For this run, the leading register cell type out of synthesis is dfxtp_1.
- In the placement report, post-DP HPWL is listed as 12.8 mm.
- STA classifies the critical path endpoint as a register.
- After clock tree synthesis, the clock-pin slew on the worst setup and hold paths is 0.08 ns.
- The detailed-route vias per instance is 5.30.
- The sequential share of the synthesized area is 0.272.
- The number of hold violations in the final report is 0.
- The final route contains 7036 vias.
- On the final layout, the worst hold slack is 0.471 ns.
- The cell chosen for the clock root is clkbuf_16.
- The total iterations of the first detailed-routing run is 4.
- The number of clock buffers inserted by TritonCTS is 9.
- The proportion of register bits with asynchronous set or reset after synthesis is 0.
- In the layout the commonest cells are 144 x nor2_1, 112 x dfxtp_1, 89 x a21oi_1.
- The final timing report lists clock skew as 0.00910 ns.
- Static timing analysis puts the maximum clock frequency at 178 MHz.
- Per STA, the worst path is made up of clkdlybuf4s50_1, xnor2_1, nor3_4, inv_2, ha_1, a21o_1, a21o_1, a221oi_2, nand3b_1, a21oi_1, o31ai_2, a21oi_1, nand3b_1, mux2_1.
- The overall routing resource usage is 0.178.
- The number of slew-limit violations in the final report is 0.
- The area of the die is 21200 um^2.
- The fill cell instance count of the final layout is 1954.
- The critical path endpoint has a required time of 10.45 ns.
- The number of placed I/O pins is 31.
- Per the OpenROAD power report, leakage power amounts to 3.63 nW.
- The shortest clock period the worst path allows after layout is 5.62 ns.
- The normalized max-slew margin is 0.432.
- The delay of the slowest cell on the worst path is 0.66 ns.
- Setup repair after global routing left no endpoint under its margin.
cell usage after synthesis, drive strengths merged, types with 24 or more instances:
library cell	count
a21o	24
a21oi	91
clkbuf	27
dfxtp	112
ha	88
inv	69
nand2	75
nand3	38
nand4	24
nor2	145
nor3	32
o21ai	41
xnor2	40
xor2	37
power groups by stage:
stage | clock, W | sequential [W] | combinational [W]
CTS | 0.000370 | 0.000609 | 0.00138
global route | 0.000384 | 0.000623 | 0.00155
finish | 0.000356 | 0.000609 | 0.00137
per-stage QoR:
stage / setup slack, ns / instance area, um^2 / std cells
2_1_floorplan: 5.17 / 8250 / 1046
3_3_place_gp: 4.20 / 8740 / 1312
3_5_place_dp: 4.14 / 8740 / 1312
4_1_cts: 4.53 / 9030 / 1328
5_1_grt: 4.29 / 9030 / 1328
6_report: 4.58 / 9030 / 1328
kinds of logic after synthesis:
logic type | Yosys count | share of synthesized area
compound gates | 246 | 0.200
flops | 112 | 0.272
mux | 22 | 0.0269
xor+xnor | 77 | 0.0818
simple gates | 392 | 0.229
buf+inv | 107 | 0.0514
fa+ha+maj | 90 | 0.138
registers in the layout (all words and copies together) (netlist names):
register / flops
xtimer: 24
ytimer: 24
xdelay: 20
ydelay: 20
xpos: 11
ypos: 11
move_dir: 2
path summary, 6_finish.rpt:
check,start,to,slack [ns],cells past startpoint
min,xtimer[0],xtimer[0],0.47,1
max,key[1],ydelay[23],4.58,14
max reg2reg,xdelay[22],xpos[5],6.88,9
min reg2reg,xtimer[0],xtimer[0],0.47,1
routing by layer:
layer	part of all wire	vias to the layer above	routed length [um]	GRT usage
li1	-	3738	-	-
met1	0.52	3200	9240	0.266
met2	0.44	81	7860	0.284
met3	0.028	17	499	0.0237
met4	0.015	0	267	0.0279
met5	0	-	0	0
area by class of cell:
cell class              instances  share of cell area
flip-flops and latches        112               0.248
clock buffers                   9              0.0249
well taps                     270              0.0374
multi-input cells             827               0.618
repair buffers                 34              0.0357
inverters                      69              0.0287
clock inverters                 7             0.00707
Power and IR drop assume default switching activity.
