### flow/run.sh
#!/bin/bash
# OpenROAD 26Q1-2900-gdf79404cd8, Yosys 0.63+post, stock flow scripts
make -C /OpenROAD-flow-scripts/flow DESIGN_CONFIG=/design/flow/config.mk WORK_HOME=/design/flow/orfs finish
### flow/config.mk
export PLATFORM = sky130hd
export DESIGN_NAME = xga_timing
export DESIGN_NICKNAME = xga_timing
export VERILOG_FILES = /design/flow/design.v
export SDC_FILE = /design/flow/constraint.sdc
export NUM_CORES = 4
export LEC_CHECK = 1
export CORE_AREA = 10 10 108 108
export DIE_AREA = 0 0 118 118
### flow/constraint.sdc
current_design xga_timing

set clk_period 2.5
set clk_io_pct 0.2

create_clock -name clk0 -period $clk_period [get_ports {pclk}]

set non_clock_inputs [all_inputs -no_clocks]
set_input_delay [expr $clk_period * $clk_io_pct] -clock clk0 $non_clock_inputs
set_output_delay [expr $clk_period * $clk_io_pct] -clock clk0 [all_outputs]
### flow/design.v
`timescale 1 ns / 1 ps
module xga_timing (
  input wire pclk,
  input wire rst,
  output reg [10:0] vcount,
  output wire vsync,
  output wire vblnk,
  output reg [10:0] hcount,
  output wire hsync,
  output wire hblnk,
  output wire frame_ended
);
parameter X_VISIBLE_AREA = 1024;
parameter X_FRONT_PORCH = 24;
parameter X_SYNC_PULSE = 136;
parameter X_BACK_PORCH = 160;
localparam X_WHOLE_LINE = X_VISIBLE_AREA + X_FRONT_PORCH + X_SYNC_PULSE + X_BACK_PORCH;
parameter Y_VISIBLE_AREA = 768;
parameter Y_FRONT_PORCH = 3;
parameter Y_SYNC_PULSE = 6;
parameter Y_BACK_PORCH = 29;
localparam Y_WHOLE_LINE = Y_VISIBLE_AREA + Y_FRONT_PORCH + Y_SYNC_PULSE + Y_BACK_PORCH;
reg [10:0] hcount_nxt;
reg [10:0] vcount_nxt;
always @(posedge pclk)
begin
    if(rst)
    begin
        hcount <= 0;
        vcount <= 0;
    end
    else
    begin
        hcount <= hcount_nxt;
        vcount <= vcount_nxt;
    end
end
always @*
begin
    if (hcount < (X_WHOLE_LINE - 1)) 
    begin
        hcount_nxt = hcount + 1;
        vcount_nxt = vcount;
    end
    else
    begin
        hcount_nxt = 0;
        if(vcount < (Y_WHOLE_LINE - 1)) vcount_nxt = vcount + 1;
        else
         vcount_nxt = 0;
    end
end
assign hsync = rst ? 0 : ((hcount > (X_VISIBLE_AREA + X_FRONT_PORCH - 1)) && (hcount < (X_WHOLE_LINE - X_BACK_PORCH)));
assign hblnk = rst ? 0 : (hcount > (X_VISIBLE_AREA - 1));
assign vsync = rst ? 0 : ((vcount > (Y_VISIBLE_AREA + Y_FRONT_PORCH - 1)) && (vcount < (Y_WHOLE_LINE - Y_BACK_PORCH)));
assign vblnk = rst ? 0 : (vcount > (Y_VISIBLE_AREA - 1));
assign frame_ended = rst ? 0 : (vcount == 0);
endmodule
==> impl_metrics.xml <==
<?xml version="1.0" encoding="UTF-8"?>
<metrics>
  <group name="status">
    <metric name="status" unit="">completed</metric>
  </group>
  <group name="job">
    <metric name="cap_violations" unit="">0</metric>
    <metric name="log.warning_count" unit="">27</metric>
  </group>
  <group name="floorplan">
    <metric name="chipHeight" unit="um">118</metric>
    <metric name="floorplan.rows" unit="">35</metric>
    <metric name="die_x" unit="um">118</metric>
    <metric name="floorplan.initialDensity" unit="%">13.29</metric>
    <metric name="chip_area" unit="um2">13920</metric>
    <metric name="placeableCoreArea" unit="um2">9284</metric>
    <metric name="pin_count" unit="">29</metric>
  </group>
  <group name="power_and_ir_drop">
    <metric name="vdd_drop_max" unit="V">0.0002181</metric>
    <metric name="report.power.total" unit="W">0.0006575</metric>
    <metric name="leakagePower" unit="nW">0.6422</metric>
    <metric name="power.density_cell_area" unit="nW/um2">354.8</metric>
  </group>
  <group name="clock_network">
    <metric name="numCtsBuffers" unit="">3</metric>
    <metric name="worst_path_clk_slew" unit="ns">0.08</metric>
    <metric name="ctsHoldBuffers" unit="">0</metric>
    <metric name="clockBufferDepth" unit="">2</metric>
    <metric name="clk_root_buffer_cell" unit="">sky130_fd_sc_hd__clkbuf_8</metric>
    <metric name="clock_tree_from_tritoncts" unit="">done</metric>
    <metric name="clkSinkCount" unit="">22</metric>
    <metric name="clock.latency.late_pin" unit="ns">0.26</metric>
    <metric name="cts-htree-levels" unit="">1</metric>
  </group>
  <group name="placement">
    <metric name="gp_congestion" unit="">0.9068</metric>
    <metric name="count_of_input_and_output_buffers" unit="">28</metric>
    <metric name="dp_hpwl" unit="um">2756</metric>
    <metric name="post-place-cells" unit="">309</metric>
  </group>
  <group name="logic_synthesis">
    <metric name="synth_cell_types" unit="">46</metric>
    <metric name="ys_chip_area" unit="um2">1234</metric>
    <metric name="number_of_warning_messages_in_the_yosys_log" unit="">1</metric>
    <metric name="edf_count" unit="">0</metric>
    <metric name="ys_cells" unit="">144</metric>
    <metric name="yosys_most_used_dff" unit="">sky130_fd_sc_hd__dfxtp_1</metric>
    <metric name="synth_async_sr_flop_share" unit="%">0</metric>
    <metric name="synth_area_leader_cell" unit="">sky130_fd_sc_hd__dfxtp_1</metric>
    <metric name="synth_largest_type_area_fraction" unit="%">35.70</metric>
    <metric name="synth-seq-area-share" unit="%">35.70</metric>
    <metric name="mappedNetlistArea" unit="um2">1234</metric>
    <metric name="ys_ff" unit="">22</metric>
    <metric name="synth_cells" unit="">144</metric>
    <metric name="yosys-top-cells-area" unit="">sky130_fd_sc_hd__dfxtp_1, sky130_fd_sc_hd__nor2_1, sky130_fd_sc_hd__xor2_1</metric>
    <metric name="syn_avg_cell_area" unit="um2">8.567</metric>
  </group>
  <group name="route">
    <metric name="met3WireLength" unit="um">298</metric>
    <metric name="post_drt_wl_per_cell" unit="um">11.87</metric>
    <metric name="final_wirelength" unit="um">3716</metric>
    <metric name="insertedDiodeCount" unit="">0</metric>
    <metric name="detailedRoute.firstIterationViolations" unit="">35</metric>
    <metric name="postRouteAntennaNets" unit="">0</metric>
    <metric name="met1Wirelength" unit="um">1921</metric>
    <metric name="top_signal_layer_used" unit="">met4</metric>
    <metric name="routed_via_density" unit="">3.888</metric>
    <metric name="firstDrtPassIters" unit="">4</metric>
    <metric name="dr_total_vias" unit="">1217</metric>
    <metric name="post-route-drc-count" unit="">0</metric>
    <metric name="detailroute.wirelength.met2" unit="um">1480</metric>
  </group>
  <group name="worst_setup_path">
    <metric name="worst_r2r_path_depth" unit="">7</metric>
    <metric name="r2r_setup_slack" unit="ns">0.62</metric>
    <metric name="critical_path.startpoint" unit="">rst</metric>
    <metric name="worstSetupStartpointType" unit="">input port</metric>
    <metric name="worst_r2r_endpoint" unit="">vcount[9]$_SDFFE_PP0P_</metric>
    <metric name="cp.required" unit="ns">2.00</metric>
    <metric name="timing_worst_setup_path_type" unit="">in2out</metric>
    <metric name="critPathCapture" unit="">vsync</metric>
    <metric name="timing.critical_path.arrival" unit="ns">1.88</metric>
    <metric name="timing.critical_path.to_type" unit="">primary output</metric>
    <metric name="timing.rr.start" unit="">vcount[1]$_SDFFE_PP0P_</metric>
    <metric name="critPathMaxFanout" unit="">2</metric>
  </group>
  <group name="layout">
    <metric name="synthesis_to_finish_area_growth" unit="%">50.20</metric>
    <metric name="layout_top_cells" unit="">sky130_fd_sc_hd__clkdlybuf4s50_1, sky130_fd_sc_hd__nor2_1, sky130_fd_sc_hd__dfxtp_1, sky130_fd_sc_hd__buf_4</metric>
    <metric name="drive_above_1_share" unit="%">20.65</metric>
    <metric name="final_instance_count_without_filler_cells" unit="">313</metric>
    <metric name="layout_top_cell_excl_fill_tap" unit="">sky130_fd_sc_hd__clkdlybuf4s50_1</metric>
  </group>
  <group name="sta">
    <metric name="hold_violations" unit="">0</metric>
    <metric name="max_freq" unit="GHz">0.4204</metric>
    <metric name="holdWs" unit="ns">0.4758</metric>
    <metric name="final_period_minus_worst_setup_slack" unit="ns">2.379</metric>
    <metric name="rsz0062_at_grt" unit="">false</metric>
    <metric name="maxSlewHeadroom" unit="%">70.35</metric>
    <metric name="transition_at_the_pin_with_the_smallest_max_transition_slack" unit="ns">0.4447</metric>
    <metric name="period_used_share" unit="%">95.15</metric>
    <metric name="setup_violations" unit="">0</metric>
    <metric name="fin_skew" unit="ns">0.002574</metric>
    <metric name="final_max_slew_viol_count" unit="">0</metric>
  </group>
  <group name="global_routing">
    <metric name="grt_max_degree" unit="">14</metric>
    <metric name="global_route.usage.total" unit="%">5.327</metric>
    <metric name="grt_antenna_before_repair" unit="">0</metric>
    <metric name="grt-ovfl-total" unit="">0</metric>
    <metric name="grt_pass1_wl" unit="um">6341</metric>
    <metric name="first_global_vias" unit="">1243</metric>
  </group>
  <group name="min_path">
    <metric name="hold_path_startpoint" unit="">hcount[0]$_SDFF_PP0_</metric>
    <metric name="hold_path_class" unit="">reg2reg</metric>
  </group>
</metrics>
## layout make-up
cell class	instances	area (um2)
well taps	129	161.4
fillers	1035	7431
multi-input cells	113	797.0
repair buffers	42	381.6
inverters	3	11.26
flip-flops and latches	22	446.7
clock buffers	4	55.05
## metal layers
layer | GRT usage (%) | up-vias
met4 | 0.3091 | 0
met2 | 7.273 | 40
met5 | 0 | -
li1 | - | 610
met1 | 7.977 | 563
met3 | 2.090 | 4
## where the power goes
group	internal (W)	total [W]	switching [W]
Sequential	0.000353	0.000358	0.00000531
Combinational	0.0000213	0.0000427	0.0000214
Clock	0.000140	0.000256	0.000116
Total	0.000515	0.000658	0.000143
## sequential cells by signal, indices dropped and copies added, names as in the netlist
signal / flops
vcount: 11
hcount: 11
## synthesized netlist by cell type, drive strengths merged, types with 2 or more instances
cell	instances
ha	4
a21oi	5
nor4b	2
nor2	20
xnor2	2
buf	4
clkbuf	2
dfxtp	22
o21ai	9
nor3	4
nor4	3
nand3	9
a22o	3
xor2	7
a21o	3
nand2	10
and3	2
o31ai	2
nand4	4
inv	3
and2	4
## stage by stage
| stage | TNS (ns) | utilization (%) | worst slack [ns] | instance area (um2) |
|---|---|---|---|---|
| 2_1_floorplan | 0 | - | 0.7341 | 1234 |
| 3_3_place_gp | -0.6460 | 18.81 | -0.2938 | 1747 |
| 3_5_place_dp | -0.6531 | 18.81 | -0.3058 | 1747 |
| 4_1_cts | 0 | 19.80 | 0.03763 | 1838 |
| 5_1_grt | 0 | 19.96 | 0.0007205 | 1853 |
| 6_report | 0 | 19.96 | 0.1213 | 1853 |
## cell families after synthesis
group	after synthesis	share of synthesized area, %
and+or+nand+nor	65	27.08
AOI/OAI and AO/OA	34	22.31
DFF	22	35.70
xor gates and xnor gates	9	6.390
buffers and inverters	9	3.650
adders and majority gates	4	4.057
muxes	1	0.8114
## how the worst min path moves through the flow
stage	endpoint	slack, ns	cells past startpoint
after CTS	hcount[0]$_SDFF_PP0_	0.48	1
after global routing	hcount[0]$_SDFF_PP0_	0.51	1
final	hcount[0]$_SDFF_PP0_	0.48	1
## what timing repair did
action | CTS | global route
buffers inserted | 0 | 0
pin swaps | 5 | 1
setup endpoints to repair | 4 | 3
endpoints found under the hold margin | 0 | 0
resized | 13 | 3
## worst max-delay path, cell delays in order
cell	delay [ns]
sky130_fd_sc_hd__dlygate4sd2_1	0.27
sky130_fd_sc_hd__nor4_1	0.28
sky130_fd_sc_hd__buf_4	0.17
sky130_fd_sc_hd__or2b_1	0.25
sky130_fd_sc_hd__nor4_1	0.18
sky130_fd_sc_hd__dlygate4sd2_1	0.24
Power is estimated from default activity; no workload was simulated.
