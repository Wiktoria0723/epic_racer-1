**flow/config.mk**
```make
export PLATFORM = sky130hd
export DESIGN_NAME = draw_img
export DESIGN_NICKNAME = draw_img
export VERILOG_FILES = /design/flow/design.v
export SDC_FILE = /design/flow/constraint.sdc
export NUM_CORES = 4
export LEC_CHECK = 1
export CORE_UTILIZATION = 50
```
**flow/constraint.sdc**
```tcl
current_design draw_img

set clk_period 1.0
set clk_io_pct 0.2

create_clock -name clk0 -period $clk_period [get_ports {pclk}]

set non_clock_inputs [all_inputs -no_clocks]
set_input_delay [expr $clk_period * $clk_io_pct] -clock clk0 $non_clock_inputs
set_output_delay [expr $clk_period * $clk_io_pct] -clock clk0 [all_outputs]
```
**flow/design.v**
```verilog
module delay
    #( parameter
        WIDTH   = 8,  
        CLK_DEL = 1   
    )
    (
        input  wire                   clk,  
        input  wire                   rst,  
        input  wire [ WIDTH - 1 : 0 ] din,  
        output wire [ WIDTH - 1 : 0 ] dout  
    );
    reg    [ WIDTH - 1 : 0 ] del_mem [ CLK_DEL - 1 : 0 ];
    assign dout = del_mem[ CLK_DEL - 1 ];
    always @(posedge clk or posedge rst)
    begin:delay_stage_0
        if(rst)
            del_mem[0] <= 0;
        else
            del_mem[0] <= din;
    end
    genvar                   i;
    generate
        for (i = 1; i < CLK_DEL ; i = i + 1 )
        begin:delay_stage
            always @(posedge clk or posedge rst)
            begin
                if(rst)
                    del_mem[i] <= 0;
                else
                    del_mem[i] <= del_mem[i-1];
            end
        end
    endgenerate
endmodule
`timescale 1ns / 1ps
module draw_img
#(parameter
    RECT_WIDTH = 128,
    RECT_LENGTH = 128,
    ADDR_WIDTH = 14
)
(
    input wire [10:0] hcount_in,
    input wire hsync_in,
    input wire hblnk_in,
    input wire [10:0] vcount_in,
    input wire vsync_in,
    input wire vblnk_in,
    input wire pclk,
    input wire rst,
    input wire visible,
    input wire [1:0] rotation,
    input wire [11:0] rgb_in,
    input wire [11:0] rgb_pixel,
    input wire [10:0] xpos,
    input wire [10:0] ypos,
    output reg [10:0] hcount_out,
    output reg hsync_out,
    output reg hblnk_out,
    output reg [10:0] vcount_out,
    output reg vsync_out,
    output reg vblnk_out,
    output reg [11:0] rgb_out,
    output reg [ADDR_WIDTH-1:0] pixel_addr
);
localparam NO_ROTATION = 2'b00;
localparam ROTATE_90 = 2'b01;
localparam ROTATE_270 = 2'b11;
localparam ROTATE_180 = 2'b10;
reg [11:0] rgb_out_nxt;
reg [ADDR_WIDTH-1:0] pixel_addr_nxt;
reg [10:0] addrx, addry;
wire [10:0] vcount_delayed, hcount_delayed;
wire hsync_delayed, vsync_delayed, hblnk_delayed, vblnk_delayed;
always @(posedge pclk)
    if(rst)
    begin
        hcount_out <= 0;
        hsync_out <= 0;
        hblnk_out <= 0;
        vcount_out <= 0;
        vsync_out <= 0;
        vblnk_out <= 0;
        rgb_out <= 0;
        pixel_addr <= 0;
    end
    else
    begin
        hcount_out <= hcount_delayed;
        hsync_out <= hsync_delayed;
        hblnk_out <= hblnk_delayed;
        vcount_out <= vcount_delayed;
        vsync_out <= vsync_delayed;
        vblnk_out <= vblnk_delayed;
        rgb_out <= rgb_out_nxt;
        pixel_addr <= pixel_addr_nxt;
    end
always @*
begin
    case(rotation)
    NO_ROTATION:
    begin
        addrx = hcount_in - xpos;
        addry = vcount_in - ypos;
    end
    ROTATE_90:
    begin
        addrx = vcount_in - ypos;
        addry = hcount_in - xpos;
    end
    ROTATE_180:
    begin
        addrx = RECT_WIDTH - 1 - (hcount_in - xpos);
        addry = RECT_LENGTH - 1 - (vcount_in - ypos);
    end
    ROTATE_270:
    begin
        addrx = RECT_LENGTH - 1 - (vcount_in - ypos);
        addry = RECT_WIDTH - 1 - (hcount_in - xpos);
    end
    endcase
    rgb_out_nxt = rgb_in;
    pixel_addr_nxt = 0;
    if(visible)
    begin
        if(hcount_in >= xpos && hcount_in < (xpos + RECT_WIDTH) && vcount_in >= ypos && vcount_in < (ypos + RECT_LENGTH))
        begin
            if(rgb_pixel != 12'hfac) begin
                rgb_out_nxt = rgb_pixel;
            end
            pixel_addr_nxt = { (addry[(ADDR_WIDTH/2)-1:0]), (addrx[(ADDR_WIDTH/2)-1:0]) };
        end
    end
end
delay #(11, 2) hcount_delay(
 .clk(pclk),
 .rst(rst),
 .din(hcount_in),
 .dout(hcount_delayed)
);
delay #(11, 2) vcount_delay(
 .clk(pclk),
 .rst(rst),
 .din(vcount_in),
 .dout(vcount_delayed)
);
delay #(1,2) vsync_delay(
 .clk(pclk),
 .rst(rst),
 .din(vsync_in),
 .dout(vsync_delayed)
);
delay #(1,2) hsync_delay(
 .clk(pclk),
 .rst(rst),
 .din(hsync_in),
 .dout(hsync_delayed)
);
delay #(1,2) vblnk_delay(
 .clk(pclk),
 .rst(rst),
 .din(vblnk_in),
 .dout(vblnk_delayed)
);
delay #(1,2) hblnk_delay(
 .clk(pclk),
 .rst(rst),
 .din(hblnk_in),
 .dout(hblnk_delayed)
);
endmodule
```
**flow/run.sh**
```bash
#!/bin/bash
# OpenROAD 26Q1-2900-gdf79404cd8, Yosys 0.63+post, stock flow scripts
make -C /OpenROAD-flow-scripts/flow DESIGN_CONFIG=/design/flow/config.mk WORK_HOME=/design/flow/orfs finish
```
==> changes_impl.md <==
### Implementation results

* Outcome: finished with violations
* Failing checks: negative setup slack
* Mux share at 2.01%
* Setup TNS at -33,500 ps
* Comb gate area at 2500 um^2
* M1 WL at ~5400 um
* Metal3 WL at 664 um
* Total power at 0.00944 W
* Arr. time, crit path at 2640 ps
* Adders+Majority by Area at 13.3%
* Area Overhead vs Synth at 54.2%
* Io pins at 129
* Via count at 3,885
* Sequential cell area at ~2400 um^2
* Die ar. at approximately 9900 um^2
* Number of global-route vias before repair at 3,789
* CTS H-Tree Depth at 3
* Chip Height at a little under 100 um
* Largest net degree at the start of global routing at 33
* Max-cap violation count at 0
* Post-DP Area at 6800 um^2
* Num rows at 35
* Critical path origin: vcount_in[0]
* # Cells Yosys at 420
* And+or+nand+nor area frac at roughly an eighth
* Clk sinks at roughly 100
* Drt initial violations at 93
* Aoi share at 14.3%
* Root Buffer: clkbuf_8
* Clk_skew at 8.29 ps
* Routed length per instance at approximately 15 um
* Startpoint types: input pin
* Starting density of the core at around half
* Final critical-path share of the clock period at 239%
* Ys flop type: dfxtp_1
* Total iterations of the first detailed-routing run at 4
* Cells after synthesis at 420
* Worst-path clk slew at about 90 ps
* Fin area at 7300 um^2
* Hold Startpoint: vcount_in[1]
* Post-synth ARST share at 50.0%
* # fillers at 555
* Crit-path max FO at 7
* Crit end category: flip-flop
* Die X at a little under 100 um
* Clock tree from TritonCTS: yes
* F_max at around 420 MHz
* Initial antenna violation count at 0
* Inst Count DP at 726
* Synthesized registers at 104
* WP data required at 1250 ps
* Met2 Wirelength at 5170 um
* Clk buf depth at 2
* Slew headroom at a little over two thirds
* Worst setup path category: input pin to flip-flop
* Seq share, synth at 49.5%
* Main logic family after synthesis: AND-OR/OR-AND gates
* R2R Path Start: vcount_delay.del_mem[1][10]$_DFF_PP0_
* First-pass GRT wire length at 18,000 um
* Fin cells at 762
* Total Routing Usage GR at about a quarter
* Buffers on Ports at 128
* Pleak at 3.49 nW
* CTS Buf Count at 9
* Final worst slack at -1390 ps
* Routed Antenna Nets at 0
* Final GP Congestion at 0.896
* Mapped cell area at 4740 um^2
* Post-synth EDFFs at 0
* Core area at 9200 um^2
* DR vias/cell at 5.10
* PwrDens at 1290 nW/um^2
* VDD IR max at 0.777 mV
* Yosys chip area at 4740 um^2
* Mapped Avg Cell Area at 11.3 um^2
* Routed WL at 11,300 um
* Tool Warnings at 43
* Fraction of layout cells with a size suffix above 1 at between 40% and 50%
* ANT cells at 0
* Late-Pin Clk Latency at 360 ps
* Unrepaired setup endpoints after global routing: true
* Final slew viol count at 0
* Xor/xnor share at 2.96%
* HP Class: input pin to flip-flop
* Synth unique cells at between 50 and 60
* Ys Warns at 5
* Remaining Overflow, GRT at 0
* DPL Wire Length at 7760 um
* Max layer used: met4
* Least-Margin Pin Slew at 440 ps
* Hold Fails Final Rpt at 0
* DRC at 0
* Final Setup Violations at 27
* Fin crit period at approximately 2400 ps
## final timing paths
| check | endpoint | slack [ps] | cells past startpoint |
|---|---|---|---|
| max | rgb_out[9]$_SDFF_PP0_ | -1390 | 13 |
| min | vcount_delay.del_mem[0][1]$_DFF_PP0_ | 20 | 1 |
| max reg2reg | vcount_out[10]$_SDFF_PP0_ | 380 | 1 |
| min reg2reg | vcount_delay.del_mem[1][6]$_DFF_PP0_ | 350 | 0 |
| max in group asynchronous | vcount_delay.del_mem[1][10]$_DFF_PP0_ | 470 | 3 |
| min in group asynchronous | vcount_delay.del_mem[1][3]$_DFF_PP0_ | 180 | 3 |
## layout make-up
cell class | count | share of cell area [%]
flip-flops and latches | 104 | 32.3
multi-input cells | 252 | 34.2
inverters | 45 | 2.49
clock buffers | 9 | 1.70
repair buffers | 234 | 26.3
well taps | 111 | 1.90
clock inverters | 7 | 1.05
## critical path: stages
cell and delay (ps):
buf_12 110, inv_12 40, ha_4 120, inv_2 30, fa_2 350, a21o_1 200, a221oi_2 280, or4b_4 180
o21ai_2 50, or4b_4 530, buf_12 160, buf_16 140, o221a_1 230
## synth_stat cells, types with 6 or more instances
| library cell | number | area share, % |
|---|---|---|
| a21oi_1 | 14 | 1.5 |
| inv_1 | 43 | 3.4 |
| nand3_1 | 9 | 0.95 |
| dfrtp_1 | 52 | 27 |
| o221a_1 | 6 | 1.4 |
| dfxtp_1 | 52 | 22 |
| xnor2_1 | 11 | 2.0 |
| nor2b_1 | 30 | 4.0 |
| clkbuf_1 | 9 | 0.71 |
| a21o_1 | 15 | 2.4 |
| o21ai_0 | 12 | 1.3 |
| buf_2 | 6 | 0.63 |
| ha_1 | 44 | 12 |
| nor2_1 | 16 | 1.3 |
| nand2_1 | 13 | 1.0 |
## registers in the layout, summed over array words and instances, names as in the netlist, 2 cells and up
| register | flops |
|---|---|
| hsync_delay.del_mem | 2 |
| vblnk_delay.del_mem | 2 |
| rgb_out | 12 |
| hblnk_delay.del_mem | 2 |
| hcount_delay.del_mem | 22 |
| vcount_out | 11 |
| hcount_out | 11 |
| vsync_delay.del_mem | 2 |
| pixel_addr | 14 |
| vcount_delay.del_mem | 22 |
## cells by family (layout without fill, tap and decap cells)
logic type                 Yosys count  after routing
buffers and inverters               64            295
and+or+nand+nor                     98             98
xor gates and xnor gates            16             16
DFF                                104            104
AOI/OAI and AO/OA                   83             83
adders and majority gates           48             48
muxes                                7              7
## where the power goes
group | total, W | switching, W | internal [W]
Clock | 0.00267 | 0.00149 | 0.00119
Sequential | 0.00442 | 0.0000438 | 0.00437
Combinational | 0.00234 | 0.00106 | 0.00128
## cell usage in the layout (no fill, tap or decap), types with 5 or more instances in the layout
| cell type | instances |
|---|---|
| a2111oi_4 | 5 |
| a21o_1 | 15 |
| a21oi_1 | 13 |
| buf_12 | 8 |
| buf_2 | 54 |
| buf_4 | 92 |
| clkbuf_2 | 8 |
| clkbuf_8 | 9 |
| clkdlybuf4s50_1 | 37 |
| dfrtp_1 | 52 |
| dfxtp_1 | 40 |
| dfxtp_2 | 12 |
| dlygate4sd2_1 | 23 |
| ha_1 | 29 |
| ha_4 | 12 |
| inv_1 | 26 |
| inv_2 | 16 |
| mux2i_1 | 5 |
| nand2_1 | 13 |
| nand3_1 | 8 |
| nand4_1 | 5 |
| nor2_1 | 14 |
| nor2b_1 | 30 |
| nor4_4 | 5 |
| o21ai_0 | 8 |
| o221a_1 | 6 |
| xnor2_1 | 8 |
| xor2_1 | 5 |
## through the flow
step	setup WS, ps	utilization, %	hold slack, ps
2_1_floorplan	-1520	-	231
3_3_place_gp	-2160	73.9	332
3_5_place_dp	-2200	73.9	335
4_1_cts	-1370	78.1	132
5_1_grt	-1430	79.4	-4.37
6_report	-1390	79.4	19.7
## repair_timing
action | 4_1_cts | 5_1_grt
pin swaps | 16 | 23
hold endpoints to repair | 2 | 0
buffers inserted | 10 | 6
endpoints found under the setup margin | 78 | 70
hold buffers | 2 | 0
gates resized | 267 | 37
cloned | 4 | 0
## metal layers
layer | up-vias | GRT usage [%]
li1 | 1912 | -
met1 | 1838 | 38.1
met2 | 128 | 37.3
met3 | 7 | 4.36
met4 | 0 | 1.81
met5 | - | 0
Power is estimated from default activity; no workload was simulated.
